`flow/config.mk`:
```
export PLATFORM = sky130hd
export DESIGN_NAME = EightDigitSevenSegmentDisplay
export DESIGN_NICKNAME = EightDigitSevenSegmentDisplay
export VERILOG_FILES = /design/flow/design.v
export SDC_FILE = /design/flow/constraint.sdc
export NUM_CORES = 4
export LEC_CHECK = 1
export CORE_AREA = 10 10 80 80
export DIE_AREA = 0 0 90 90
```
`flow/constraint.sdc`:
```
current_design EightDigitSevenSegmentDisplay

set clk_period 1.1
set clk_io_pct 0.2

create_clock -name clk0 -period $clk_period

set non_clock_inputs [all_inputs -no_clocks]
set_input_delay [expr $clk_period * $clk_io_pct] -clock clk0 $non_clock_inputs
set_output_delay [expr $clk_period * $clk_io_pct] -clock clk0 [all_outputs]
```
`flow/design.v`:
```
`timescale 1ns / 1ps
module EightDigitSevenSegmentDisplay(
    input [31:0] message,   
    output [63:0] segment   
);
    reg [7:0] segment_pattern [0:7];   
    always @(*)   
    begin
        for (integer i = 0; i < 8; i = i + 1) begin   
            case(message[4*i +: 4])   
                4'h0: segment_pattern[i] = 8'h3F;   
                4'h1: segment_pattern[i] = 8'h06;   
                4'h2: segment_pattern[i] = 8'h5B;   
                4'h3: segment_pattern[i] = 8'h4F;   
                4'h4: segment_pattern[i] = 8'h66;   
                4'h5: segment_pattern[i] = 8'h6D;   
                4'h6: segment_pattern[i] = 8'h7D;   
                4'h7: segment_pattern[i] = 8'h07;   
                4'h8: segment_pattern[i] = 8'h7F;   
                4'h9: segment_pattern[i] = 8'h6F;   
                default: segment_pattern[i] = 8'h00;   
            endcase
        end
    end
    assign segment = {segment_pattern[7], segment_pattern[6], segment_pattern[5], segment_pattern[4], segment_pattern[3], segment_pattern[2], segment_pattern[1], segment_pattern[0]};
endmodule
```
`flow/run.sh`:
```
#!/bin/bash
# OpenROAD 26Q1-2900-gdf79404cd8, Yosys 0.63+post, stock flow scripts
make -C /OpenROAD-flow-scripts/flow DESIGN_CONFIG=/design/flow/config.mk WORK_HOME=/design/flow/orfs finish
```
==> results.txt <==
Results of the implementation run.

between 90 and 100 I/O pins were placed. Setup repair after global routing could not meet its margin everywhere. The count of hold-fix buffers inserted at cts came out at 0. The checks that failed: setup timing. The maximum number of pins on one net before global-route repair is 10. In the global route stage, overall resource usage came out at about 15%. The final total power came out at approximately 1.6 mW.

The via count of the routed design is between 2000 and 2500. The critical-path maximum fanout is 6. The final-report max-slew violation count came out at 0. The number of violations reported at the end of detailed-routing iteration 0 came out at 44. For this sky-water flow run, the detailed-routed wirelength per cell is reported as 15.2 um. Cells with a size suffix above 1 make up 84.3% of the layout. The count of fill cells added during filler insertion came out at 198. Antenna repair during routing inserted a diode count of 0. Per the OpenROAD timing report, the critical path contains 5 cells. The die boundary width came out at ~90 um. After Yosys synthesis, full adders, half adders and majority gates account for roughly a third of the synthesized area.

The finished cells cover a little over 4000 um^2. The number of antenna violations at the first check in global routing came to 0. The run finished, with violations left. The number of logged tool warnings came out at 74. Per STA, the highest per-stage delay on the worst path measures roughly 270 ps. The die area came out at ~8000 um^2. The tightest min-delay check is of the input pin to output port type. The yosys cell count came out at 227. The data arrival time reported for the critical path is 1070 ps.

The share of the core filled by cells before placement is between 30% and 40%. The mapped cell area is 1700 um^2. The post-synthesis xor/xnor area fraction came out at 4.12%. The per-instance average area after synthesis is around 7.5 um^2.

In this run the tool buffered the top-level ports with 88 buffer cells. The area added between synthesis and finish is 143%. The detailed placer's ending HPWL came out at 4410 um. The leakage power is approximately 1.9 nW. Summing all flip-flop and latch instances after layout gives 0 um^2.

The via count of the first global-routing pass came out at 2220. The core footprint came out at 4720 um^2. The tightest hold path in the finished design has a slack of about 770 ps.

Ranking logic cells in the layout by count gives the top entries buf_2 (62), buf_6 (47), ha_4 (44). The category of the most critical setup path is input pin to output port. The smallest clock period supported by the final layout is computed as 1290 ps. The total power density per cell area is 375 nW/um^2. Sequential cells placed in the final layout were counted as 0. The final cycle utilization of the critical path came out at 117%.

The launch point of the critical path was reported as message[5]. Hold analysis shows the worst path with a depth of 3. Together, buffers and inverters on the worst path number 3. The stat command in Yosys gives a chip area of 1700 um^2. The dominant non-sequential cell family after synthesis is adder cells. Using the TritonRoute via totals, the vias-per-cell ratio works out to 4.83. The weighted congestion at the end of routability-driven global placement came out at about 0.84. The max-cap check violation count came out at 0.

The pre-CTS setup slack came out at -944 ps. The synthesized netlist devotes 32.0% of its cell area to compound gates. The post-route antenna net violation count came out at 0. The setup slack of the critical path after layout came out at -189 ps.

The total number of yosys warnings is 2. The first-pass GRT wire length is 10900 um. The height of the die came out at 90 um. The number of setup violations in the final report is 51.

The worst voltage drop across the vdd grid is approximately 0.27 mV. The first-pass iteration count of the detailed router is 4. The DRC violations left came out at 0. For this design, the slowest cell found on the critical path is o21ai_0. The share of the yosys chip area belonging to registers came out at 0%. The multi-input logic area came out at approximately 2300 um^2. The endpoint required time on the critical path is slightly below 900 ps. The most frequently placed logic cell in the final layout is buf_2. The number of rows in the core area is 25.

The timing report attributes the biggest portion of critical-path delay to AND-OR/OR-AND gates. The total routed wirelength came out at 6900 um. After technology mapping, the gate count stands at 227. The placed instance area is 2940 um^2.

After Yosys synthesis, and, or, nand and nor cells account for 8.46% of the synthesized area. The highest achievable clock rate is 0.776 GHz. The number of distinct library cells after synthesis came out at 23. The worst setup path is launched from an input pin. The worst setup path is captured at an output port. The layout has 0 clock buffers.

Endpoints failing hold in the final report were tallied at 0. The source of the worst hold timing path is message[23]. Walking the worst path, the cells encountered are buf_8, buf_6, o21ai_0, o31a_1, buf_2.

The multiplexer share of the synthesized area is 2.94%. The global route total overflow came out at 0.
[Yosys cell counts]
| cell | instances | share of area (%) |
|---|---|---|
| a22o_1 | 3 | 1.5 |
| nand2b_4 | 5 | 4.0 |
| inv_1 | 40 | 8.8 |
| inv_2 | 4 | 0.88 |
| o21ai_2 | 3 | 1.5 |
| mux2i_1 | 5 | 2.9 |
| xnor2_1 | 8 | 4.1 |
| ha_1 | 48 | 35 |
| o22ai_2 | 3 | 2.2 |
| nor2_1 | 9 | 2.0 |
| nand2_1 | 3 | 0.66 |
| a21oi_2 | 3 | 1.5 |
| buf_2 | 5 | 1.5 |
| and2b_4 | 3 | 1.8 |
| a21oi_1 | 9 | 2.6 |
| buf_4 | 13 | 5.7 |
| o21ai_0 | 12 | 3.5 |
| o21a_1 | 1 | 0.44 |
| conb_1 | 1 | 0.22 |
| o22ai_1 | 28 | 10 |
| o21ai_1 | 9 | 2.6 |
| a21o_1 | 8 | 3.5 |
| o31a_1 | 4 | 2.1 |
[final timing paths]
check,endpoint
max,segment[10]
min,segment[41]
[per-stage QoR]
stage	std cells	util (%)	setup TNS (ps)
finish	455	87.4	-3610
global route	455	87.4	-5670
CTS	451	83.4	-2950
detailed placement	420	62.2	-48220
global placement	420	62.2	-48020
floorplan	234	-	0
[logic make-up (layout without fill, tap and decap cells)]
group	Yosys count	count (layout)
simple gates	20	20
fa+ha+maj	48	48
compound gates	83	83
xor+xnor	8	8
other cells	1	8
buf+inv	62	216
mux	5	5
[layer usage]
metal	vias up	part of all wire [%]	track usage (%)
met2	55	49	25.9
met5	-	0	0
met3	2	4.1	2.35
met4	0	0.12	0.265
li1	1102	-	-
met1	1040	47	20.4
[where the power goes]
group | total (mW) | switching (mW) | internal, mW
clock network | 0 | 0 | 0
logic | 1.55 | 0.676 | 0.874
registers | 0 | 0 | 0
[tightest hold or removal path, stage by stage]
cell and delay [ps]:
buf_4 160, o21ai_2 70, buf_2 100
[cell type report]
cell class | count | area share, %
inverters | 44 | 6.24
multi-input cells | 172 | 55.6
well taps | 67 | 2.03
repair buffers | 172 | 36.1
[what timing repair did]
action / CTS / global route
resized: 581 / 43
pin swaps: 81 / 26
gates cloned: 2 / 0
buffers inserted: 29 / 4
hold endpoints to repair: 0 / 0
endpoints found under the setup margin: 56 / 56
Power figures rest on the tool's default switching activity, not on a simulated workload.
